==> design/flow/design.v <==
module free_list_new(
    input [5:0] PR_old,    
    input retire_reg,   
    input RegDest,      
    input clk, rst,
    input stall_recover,   
    input recover,
    input [5:0] PR_new_flush,    
    output [5:0] PR_new,   
    output empty     
);
reg [5:0] mem [0:63];
reg [5:0] head, tail;   
wire write, read;
assign write = (retire_reg && ~stall_recover) || recover;    
assign read = RegDest && ~stall_recover && ~recover && ~empty;   
reg [5:0] counter;
always @(posedge clk or negedge rst) begin
    if (!rst) 
        counter <= 6'h20;            
    else if (write && read)
        counter <= counter;
    else if (write)      
        counter <= counter + 1;
    else if (read)
        counter <= counter - 1;
end
always @(posedge clk or negedge rst) begin
    if (!rst) begin
        head <= 6'h00;            
        tail <= 6'h20;            
    end
    else begin
        if (write)      
            tail <= tail + 1;
        if (read)
            head <= head + 1;   
   end
end
wire [5:0] PR_write;
assign PR_write = recover ? PR_new_flush : PR_old;
integer i;
always @(posedge clk or negedge rst) begin
    if (!rst) begin
            for (i = 0; i < 32; i = i + 1) begin
                mem[i] <= i + 32;
            end
    end
    else if (write) begin
        mem[tail] <= PR_write;
    end
end
assign PR_new = mem[head];
assign empty = ~(|counter);   
endmodule
==> design/flow/run.sh <==
#!/bin/bash
# OpenROAD 26Q1-2900-gdf79404cd8, Yosys 0.63+post, stock flow scripts
make -C /OpenROAD-flow-scripts/flow DESIGN_CONFIG=/design/flow/config.mk WORK_HOME=/design/flow/orfs finish
==> design/flow/config.mk <==
export PLATFORM = sky130hd
export DESIGN_NAME = free_list_new
export DESIGN_NICKNAME = free_list_new
export VERILOG_FILES = /design/flow/design.v
export SDC_FILE = /design/flow/constraint.sdc
export NUM_CORES = 4
export LEC_CHECK = 1
export CORE_UTILIZATION = 50
==> design/flow/constraint.sdc <==
current_design free_list_new

set clk_period 3.0
set clk_io_pct 0.2

create_clock -name clk0 -period $clk_period [get_ports {clk}]

set non_clock_inputs [all_inputs -no_clocks]
set_input_delay [expr $clk_period * $clk_io_pct] -clock clk0 $non_clock_inputs
set_output_delay [expr $clk_period * $clk_io_pct] -clock clk0 [all_outputs]
==> impl_metrics.ini <==
; implementation run metrics
[outcome]
status = complete, but fails checks
violations = setup timing

[final_timing]
hold_viol = 0
max_slew_margin_pct = 49.0
setup_tns_ns = -4.58
min_period_ns = 3.82
tightest_slew_ns = 0.765
maxSlewViolCount = 0
clock_skew_ns = 0.0198
max_freq_mhz = 262
setup_viol = 6
setup_ws_ns = -0.820
holdWs_ns = 0.223
period_used_pct = 127
rsz0062_at_grt = true

[die]
fp.dieH_um = 189
die_w_um = 189
core_area_mm2 = 0.0345
ioPinCount = 25
floorplan.initialDensity_pct = 50.8
die_area_mm2 = 0.0358
rows = 68

[pwr]
powerDensity_mw_per_mm2 = 939
irDropWorstVdd_mv = 0.734
finalPower_mw = 21.3
p_leak_nw = 8.77

[place]
place_inst = 2174
dp_worst_setup_slack_ns = -1.26
portBuffers = 24
dpl.hpwl_mm = 47.4
place.gp.congestion = 1.10

[clock_tree]
cts_tree = built
cts_buffer_depth = 3
hold_buffers = 0
cts-root-buf = clkbuf_16
cts_buffers = 44
clk_pin_slew_worst_paths_ns = 0.06
cts_max_level = 2
insertion_delay_ns = 0.59
clock-sinks = 402

[detailed_routing]
drtIter0Drc = 1049
final_antenna_net_count = 0
totalWireLength_mm = 65.5
wl_per_cell_um = 28.6
drt-pass1-iter-count = 6
drcViolationCount = 0
vias = 14100
insertedDiodeCount = 0
drt-vias-per-instance = 6.14

[grt]
grt_pass1_vias = 14200
grt_max_degree = 114
antenna_found_initial = 1
grt.overflow.total = 0
grt.total_usage_pct = 40.7
grt_pass1_wl_mm = 95.2

[flow_run]
max_cap_violations = 0
warnings = 35

[logic_synthesis]
yosysUniqueCellTypes = 75
yosys-stat-area_mm2 = 0.0175
yosysCellCount = 1514
async_reset_ff_share_pct = 52.2
ys_warn_count = 2
synth.avg_cell_area_um2 = 11.6
edf_count = 192
netlist_area_mm2 = 0.0175
syn_inst = 1514
ys_seq_elements = 402
synthFlopType = edfxtp_1
postSynthSeqShare_pct = 63.7

[final_layout]
layout_top_cell = buf_4
area_growth_pct = 29.3
fillers = 2519
stdcell_count = 2288
drive_above_1_share_pct = 34.0
mostFrequentLayoutCells = buf_4 (291), nand2_1 (224), edfxtp_1 (192), o21ai_0 (189), dfstp_2 (114)

[setup_path]
crit_fanout = 13
cp_slowest_stage_delay_ns = 0.46
cpMostUsedCell = buf_4
required_ns = 2.40
cp_data_arrival_time_ns = 3.22
crit_chain = ha_2, buf_6, nor3b_1, buf_4, nand3_1, a21oi_1, a2111o_1, nor4_4, buf_4, a41oi_2, buf_2
critPathCaptureType = output pin
startpoint_type = flip-flop
critPathKind = flip-flop to output pin
cp_slowest_cell = dfrtp_2

[worst_hold_path]
hp-class = input pin to asynchronous set/reset pin
synthesized netlist by cell type (18+ instances only):
library cell / count / area [µm²]
mux2i_1: 42 / 420
a32oi_1: 22 / 193
dfstp_2: 114 / 3000
o21ai_0: 192 / 961
and3_1: 18 / 113
clkbuf_1: 71 / 267
nand3_1: 47 / 235
nand4_1: 24 / 150
edfxtp_1: 192 / 5770
nor3_1: 31 / 155
nor2_1: 69 / 259
nand2_1: 225 / 845
inv_1: 18 / 67.6
a21oi_1: 19 / 95.1
dfrtp_1: 96 / 2400
a22oi_1: 96 / 721
worst max-delay path, delay by kind of cell (launching register included):
kind,cells,cell delay [ns]
flops,1,0.46
fa+ha+maj,1,0.22
simple gates,3,0.75
compound gates,3,0.55
buf+inv,4,0.65
timing repair:
action / 4_1_cts / 5_1_grt
gates resized: 143 / 27
setup buffers: 31 / 3
setup endpoints to repair: 6 / 6
pin swaps: 41 / 11
cloned: 1 / 0
through the flow:
| step | utilization (%) | cell area [µm²] |
|---|---|---|
| after floorplan | - | 17500 |
| after global placement | 58.6 | 20300 |
| after detailed placement | 58.6 | 20300 |
| after CTS | 65.1 | 22500 |
| after global routing | 65.6 | 22700 |
| final | 65.6 | 22700 |
flip-flops by register name, indices dropped and copies added, names as in the netlist:
register	count
tail	6
head	6
counter	6
mem	384
layout make-up:
class,instances,area [µm²],area share [%]
flip-flops and latches,402,11200,49.3
multi-input cells,985,6530,28.8
repair buffers,345,2920,12.9
clock buffers,59,1220,5.37
well taps,455,569,2.51
clock inverters,22,191,0.844
inverters,20,78.8,0.348
routing by layer:
metal / GRT usage, % / vias to the layer above / wire length (µm)
li1: - / 6208 / -
met2: 58.4 / 810 / 29300
met4: 12.5 / 2 / 2740
met5: 0 / - / 13
met3: 19.1 / 151 / 8300
met1: 59.0 / 6885 / 25200
kinds of logic after synthesis:
kind of cell / count (synthesis) / synth area share, %
buffers and inverters: 127 / 3.50
muxes: 45 / 2.59
AOI/OAI and AO/OA: 418 / 15.2
and+or+nand+nor: 494 / 13.3
adders and majority gates: 13 / 0.970
DFF: 402 / 63.7
xor gates and xnor gates: 15 / 0.749
worst paths after layout:
kind                            slack, ns          to  startpoint  depth (start not counted)
worst max-delay path                -0.82   PR_new[1]     head[1]                         11
worst min register to register       0.46  mem[17][0]  mem[17][0]                          2
max in group asynchronous            1.62  mem[16][1]         rst                          3
worst min-delay path                 0.22     head[4]         rst                          2
worst max register to register       0.63  mem[53][2]     tail[2]                          5
min in group clk0                    0.46  mem[17][0]  mem[17][0]                          2
where the power goes:
| group | switching (mW) | leakage (nW) | internal (mW) | total (mW) |
|---|---|---|---|---|
| clock network | 2.25 | 0.697 | 3.04 | 5.29 |
| logic | 4.28 | 3.92 | 3.53 | 7.81 |
| registers | 0.892 | 4.15 | 7.30 | 8.19 |
No activity file was given, so power comes from the tool's default toggle rates.
