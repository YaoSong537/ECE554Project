## /design/flow/run.sh

```bash
#!/bin/bash
# OpenROAD 26Q1-2900-gdf79404cd8, Yosys 0.63+post, stock flow scripts
make -C /OpenROAD-flow-scripts/flow DESIGN_CONFIG=/design/flow/config.mk WORK_HOME=/design/flow/orfs finish
```

## /design/flow/config.mk

```make
export PLATFORM = sky130hd
export DESIGN_NAME = reorder_buffer
export DESIGN_NICKNAME = reorder_buffer
export VERILOG_FILES = /design/flow/design.v
export SDC_FILE = /design/flow/constraint.sdc
export NUM_CORES = 4
export LEC_CHECK = 1
export CORE_UTILIZATION = 40
```

## /design/flow/constraint.sdc

```tcl
current_design reorder_buffer

set clk_period 4.7
set clk_io_pct 0.2

create_clock -name clk0 -period $clk_period [get_ports {clk}]

set non_clock_inputs [all_inputs -no_clocks]
set_input_delay [expr $clk_period * $clk_io_pct] -clock clk0 $non_clock_inputs
set_output_delay [expr $clk_period * $clk_io_pct] -clock clk0 [all_outputs]
```

## /design/flow/design.v

```verilog
module reorder_buffer(
    input rst, clk,
    input isDispatch,  
    input MemOp,    
    input [5:0] PR_old_DP,  
    input [5:0] PR_new_DP,
    input [4:0] rd_DP,  
    input complete,     
    input [3:0] rob_number,   
    input [31:0] jb_addr,     
    input changeFlow,    
    output [5:0] PR_old_RT,   
    output retire_reg,   
    output retire_LWST,
    output [3:0] retire_rob,    
    output full, empty,   
    output [5:0] PR_old_flush,
    output [5:0] PR_new_flush,
    output [4:0] rd_flush,
    output [3:0] out_rob_num,   
    output reg changeFlow_out,    
    output reg [31:0] changeFlow_addr,
    output reg recover,           
    output reg stall_recover   
);
reg [17:0] rob [15:0];   
reg [15:0] complete_array;
reg [3:0] head, tail;
reg dec_tail;   
reg [17:0] retire_entry; 
wire read, write;
assign write = isDispatch && !full && !recover;
assign read = retire_reg && !empty && !recover && !stall_recover;
always @(posedge clk or negedge rst) begin
    if (!rst) begin
        head <= 4'h0;
        retire_entry <= 0;
    end
    else if (read) begin
        head <= head + 1;
        retire_entry <= rob[head];
    end
end
assign retire_reg = complete_array[head];    
assign PR_old_RT = retire_entry[11:6];       
assign retire_LWST = retire_entry[17];        
assign retire_rob = head;
always @(posedge clk or negedge rst) begin
    if (!rst)
        tail <= 4'h0;
    else if (dec_tail)
        tail <= tail - 1;    
    else if (write) begin
        tail <= tail + 1;
        rob[tail] <= {MemOp, rd_DP, PR_old_DP, PR_new_DP};
        complete_array[tail] <= 0;    
    end
end
reg [4:0] status_cnt;
always @(posedge clk or negedge rst) begin
    if (!rst) 
        status_cnt <= 4'h0;
    else if (write && !read)    
        status_cnt <= status_cnt + 1;
    else if (read && !write)   
        status_cnt <= status_cnt - 1;
    else if (dec_tail)
        status_cnt <= status_cnt - 1;
end
assign full = status_cnt[4];   
assign empty = ~(|status_cnt);
reg [3:0] branch_rob;
reg store_jb_addr;
always @(posedge clk or negedge rst) begin
    if (!rst) 
        complete_array <= 0;
    else if (complete) 
        complete_array[rob_number] <= 1'b1;     
end
always @(posedge clk or negedge rst) begin
    if (!rst) begin
        changeFlow_addr <= 0;
        branch_rob <= 0;
    end
    else if (store_jb_addr) begin
        changeFlow_addr <= jb_addr;
        branch_rob <= rob_number;    
    end
end
assign out_rob_num = tail;   
localparam IDLE = 2'b00;
localparam REC = 2'b01;
localparam CF = 2'b10;
reg [1:0] state, nstate;
always @(posedge clk or negedge rst) begin
    if (!rst) 
        state <= IDLE;
    else
        state <= nstate;
end
wire recover_end = (branch_rob + 1 == tail);
always @(*) begin
    nstate = IDLE;
    stall_recover = 0;
    dec_tail = 0;
    recover = 0;
    store_jb_addr = 0;
    changeFlow_out = 0;
    case (state) 
     IDLE: begin
         if(complete && changeFlow) begin
             nstate = REC;
             stall_recover = 1;
             dec_tail = 1;
             store_jb_addr = 1;
         end
         else
             nstate = IDLE;
     end
     REC: begin
         if(recover_end) begin
            nstate = CF;
            recover = 1;
         end
         else begin
            nstate = REC;
            dec_tail = 1;
            recover = 1;
         end
     end
     default: begin    
         nstate = IDLE;
         changeFlow_out = 1;
     end
    endcase
end
assign rd_flush = rob[tail][16:12];
assign PR_old_flush = rob[tail][11:6];
assign PR_new_flush = rob[tail][5:0];
endmodule
```

==> qor.csv <==
metric,value,unit
status,did not finish,
post-synthesis compound-gate area fraction,14.2,%
chip area line of the yosys report,15800,sq um
failing step,1_2_yosys,
yosys simple share,7.67,%
YS warnings,2,
Commonest flop,edfxtp_1,
MUX area fraction,3.49,%
comb area leader,AND-OR/OR-AND gates,
ys async rst share,19.8,%
share of the yosys chip area belonging to registers,69.8,%
error message,ERROR: Found 16 problems in 'check -assert'.,
Synth cell types,68,
flip-flops with a built-in enable,304,
"FA/HA/MAJ Cells, Area Fraction",1.55,%
yosys cell count,1113,
yosys xor share,1.06,%
Seq cells post-synth,379,
Yosys cell counts (14+ instances only):
cell | n | area [sq um]
a21boi_1 | 14 | 105
a21o_1 | 20 | 150
a21oi_1 | 36 | 180
a221oi_1 | 26 | 228
a222oi_1 | 24 | 240
a22o_1 | 42 | 368
a22oi_1 | 39 | 293
and3_1 | 18 | 113
buf_2 | 14 | 70.1
clkbuf_1 | 48 | 180
dfrtp_1 | 74 | 1850
edfxtp_1 | 304 | 9130
ha_1 | 18 | 225
mux2i_1 | 19 | 190
nand2_1 | 155 | 582
nor2_1 | 50 | 188
o21ai_0 | 16 | 80.1
o21ai_1 | 15 | 75.1
xnor2_1 | 14 | 123
logic make-up after synthesis:
kind of cell,count (synthesis)
and+or+nand+nor,274
xor gates and xnor gates,19
DFF,379
muxes,45
adders and majority gates,19
buffers and inverters,86
AOI/OAI and AO/OA,291
